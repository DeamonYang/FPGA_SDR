===== flow/config.mk =====
export PLATFORM = sky130hd
export DESIGN_NAME = fir_lpf_200khz
export DESIGN_NICKNAME = fir_lpf_200khz
export VERILOG_FILES = /design/flow/design.v
export SDC_FILE = /design/flow/constraint.sdc
export NUM_CORES = 4
export LEC_CHECK = 1
export CORE_UTILIZATION = 50

===== flow/constraint.sdc =====
current_design fir_lpf_200khz

set clk_period 9.7
set clk_io_pct 0.2

create_clock -name clk0 -period $clk_period [get_ports {clk}]
create_clock -name clk1 -period $clk_period [get_ports {clkx2}]

set non_clock_inputs [all_inputs -no_clocks]
set_input_delay [expr $clk_period * $clk_io_pct] -clock clk0 $non_clock_inputs
set_output_delay [expr $clk_period * $clk_io_pct] -clock clk0 [all_outputs]

===== flow/design.v =====
module fir_lpf_200khz(
		rst_n		,
		clk		,
		clkx2		,
		data_in	,
		data_out	
	);
		input rst_n	;
		input clk	;
		input clkx2	;
		input  [11:0] data_in;
		output [28:0]data_out;
		reg [11:0] reg_data_in[19:0];
		always@(posedge clk or negedge rst_n)
		if(!rst_n)begin
			reg_data_in[0] <= 12'd0;
			reg_data_in[1] <= 12'd0;
			reg_data_in[2] <= 12'd0;
			reg_data_in[3] <= 12'd0;
			reg_data_in[4] <= 12'd0;
			reg_data_in[5] <= 12'd0;
			reg_data_in[6] <= 12'd0;
			reg_data_in[7] <= 12'd0;
			reg_data_in[8] <= 12'd0;
			reg_data_in[9] <= 12'd0;
			reg_data_in[10] <= 12'd0;
			reg_data_in[11] <= 12'd0;
			reg_data_in[12] <= 12'd0;
			reg_data_in[13] <= 12'd0;
			reg_data_in[14] <= 12'd0;
			reg_data_in[15] <= 12'd0;
			reg_data_in[16] <= 12'd0;
			reg_data_in[17] <= 12'd0;
			reg_data_in[18] <= 12'd0;
			reg_data_in[19] <= 12'd0;		
		end else begin
			reg_data_in[0] <= data_in;
			reg_data_in[1] <= reg_data_in[0];
			reg_data_in[2] <= reg_data_in[1];
			reg_data_in[3] <= reg_data_in[2];
			reg_data_in[4] <= reg_data_in[3];
			reg_data_in[5] <= reg_data_in[4];
			reg_data_in[6] <= reg_data_in[5];
			reg_data_in[7] <= reg_data_in[6];
			reg_data_in[8] <= reg_data_in[7];
			reg_data_in[9] <= reg_data_in[8];
			reg_data_in[10] <= reg_data_in[9];
			reg_data_in[11] <= reg_data_in[10];
			reg_data_in[12] <= reg_data_in[11];
			reg_data_in[13] <= reg_data_in[12];
			reg_data_in[14] <= reg_data_in[13];
			reg_data_in[15] <= reg_data_in[14];
			reg_data_in[16] <= reg_data_in[15];
			reg_data_in[17] <= reg_data_in[16];
			reg_data_in[18] <= reg_data_in[17];
			reg_data_in[19] <= reg_data_in[18];
		end
		reg [12:0]sum_reg_symetry[9:0];
		always@(posedge clk or negedge rst_n)
		if(!rst_n)begin
			sum_reg_symetry[0] <= 12'd0;
			sum_reg_symetry[1] <= 12'd0;
			sum_reg_symetry[2] <= 12'd0;
			sum_reg_symetry[3] <= 12'd0;
			sum_reg_symetry[4] <= 12'd0;
			sum_reg_symetry[5] <= 12'd0;
			sum_reg_symetry[6] <= 12'd0;
			sum_reg_symetry[7] <= 12'd0;
			sum_reg_symetry[8] <= 12'd0;
			sum_reg_symetry[9] <= 12'd0;
		end else begin
			sum_reg_symetry[0] <= {reg_data_in[0][11],reg_data_in[0]} + { reg_data_in[19][11],reg_data_in[19]};
			sum_reg_symetry[1] <= {reg_data_in[1][11],reg_data_in[1]} + { reg_data_in[18][11],reg_data_in[18]};
			sum_reg_symetry[2] <= {reg_data_in[2][11],reg_data_in[2]} + { reg_data_in[17][11],reg_data_in[17]};
			sum_reg_symetry[3] <= {reg_data_in[3][11],reg_data_in[3]} + { reg_data_in[16][11],reg_data_in[16]};
			sum_reg_symetry[4] <= {reg_data_in[4][11],reg_data_in[4]} + { reg_data_in[15][11],reg_data_in[15]};
			sum_reg_symetry[5] <= {reg_data_in[5][11],reg_data_in[5]} + { reg_data_in[14][11],reg_data_in[14]};
			sum_reg_symetry[6] <= {reg_data_in[6][11],reg_data_in[6]} + { reg_data_in[13][11],reg_data_in[13]};
			sum_reg_symetry[7] <= {reg_data_in[7][11],reg_data_in[7]} + { reg_data_in[12][11],reg_data_in[12]};
			sum_reg_symetry[8] <= {reg_data_in[8][11],reg_data_in[8]} + { reg_data_in[11][11],reg_data_in[11]};
			sum_reg_symetry[9] <= {reg_data_in[9][11],reg_data_in[9]} + { reg_data_in[10][11],reg_data_in[10]};
		end
		reg [24:0]mout[9:0];
		always@(posedge clk or negedge rst_n)
		if(!rst_n)begin
			mout[0] <= 24'd0;
			mout[1] <= 24'd0;
			mout[2] <= 24'd0;
			mout[3] <= 24'd0;
			mout[4] <= 24'd0;
			mout[5] <= 24'd0;
			mout[6] <= 24'd0;
			mout[7] <= 24'd0;
			mout[8] <= 24'd0;
			mout[9] <= 24'd0;
		end else begin
			mout[0] <= {{12{sum_reg_symetry[0][12]}},sum_reg_symetry[0]} ; 
			mout[1] <= {{12{sum_reg_symetry[1][12]}},sum_reg_symetry[1]}*25'd11; 
			mout[2] <= {{12{sum_reg_symetry[2][12]}},sum_reg_symetry[2]}*25'd63;
			mout[3] <= {{12{sum_reg_symetry[3][12]}},sum_reg_symetry[3]}*25'd213;
			mout[4] <= {{12{sum_reg_symetry[4][12]}},sum_reg_symetry[4]}*25'd541 ;
			mout[5] <= {{12{sum_reg_symetry[5][12]}},sum_reg_symetry[5]}*25'd1107 ;
			mout[6] <= {{12{sum_reg_symetry[6][12]}},sum_reg_symetry[6]}*25'd1901 ;
			mout[7] <= {{12{sum_reg_symetry[7][12]}},sum_reg_symetry[7]}*25'd2807 ;
			mout[8] <= {{12{sum_reg_symetry[8][12]}},sum_reg_symetry[8]}*25'd3615 ;
			mout[9] <= {{12{sum_reg_symetry[9][12]}},sum_reg_symetry[9]}*25'd4095 ;
		end
		reg suncnt;
		always@(posedge clkx2 or negedge rst_n)
		if(!rst_n)begin
			suncnt <= 1'b0;
		end else
			suncnt <= suncnt + 1'b1;
		reg [29:0]sum;
		reg [29:0]yout ; 
		always@(posedge clkx2 or negedge rst_n)
		if(!rst_n)begin
			sum <= 30'd0;
			yout <= 30'd0;
		end else begin 
			if(suncnt) begin  
				yout <= sum;
				sum <= 30'd0; 
			end else  
				sum <= {{5{mout[0][24]}},mout[0]}+{{5{mout[1][24]}},mout[1]}+{{5{mout[2][24]}},mout[2]}+{{5{mout[3][24]}},mout[3]}+{{5{mout[4][24]}},mout[4]}
							+{{5{mout[5][24]}},mout[5]}+{{5{mout[6][24]}},mout[6]}+{{5{mout[7][24]}},mout[7]}+{{5{mout[8][24]}},mout[8]}+{{5{mout[9][24]}},mout[9]};
		end
		assign data_out = yout[29:1];
endmodule

===== flow/run.sh =====
#!/bin/bash
# OpenROAD 26Q1-2900-gdf79404cd8, Yosys 0.63+post, stock flow scripts
make -C /OpenROAD-flow-scripts/flow DESIGN_CONFIG=/design/flow/config.mk WORK_HOME=/design/flow/orfs finish

==> run_results.csv <==
group,metric,value,unit
layout,flop_area,16300,um2
floorplan,die_area,109000,um2
placed_design,dp_hpwl,98600,um
status,status,"finished, final reports clean",
flow_run,cap_viol_max_count,0,
worst_setup_path,path_cells,"inv_1 -> fa_1 -> inv_1 -> fa_1 -> inv_1 -> fa_1 -> inv_1 -> ha_1 -> a211oi_1 -> o21bai_1 -> a221o_1 -> a21oi_1 -> o21bai_1 -> a21oi_1 -> xnor2_1 -> fa_1 -> ha_1 -> o211ai_1 -> a31oi_1 -> a221oi_2 -> nor3_1 -> or3_4 -> a311oi_2 -> mux2_1",
timing,hold_violations,0,
grt,grt_pass1_wl,191000,um
flow_run,log.warning_count,84,
worst_setup_path,critical_path_arrival,7.34,ns
layout,fillers,8858,
detailed_routing,wl_met3,12500,um
layout,final_util,55.3,%
worst_setup_path,crit_required,9.90,ns
worst_setup_path,path_delay_family,"adder cells",
floorplan,rows,119,
timing,finClkSkew,0.0395,ns
detailed_routing,first_iter_violations,1651,
grt,grt-ovfl-total,0,
detailed_routing,ant_nets,0,
detailed_routing,wl_met1,55600,um
placed_design,place.gp.congestion,0.976,
worst_setup_path,cpPeakStageDelay,0.59,ns
logic_synthesis,synthDistinctLibCells,70,
clock_network,cts_setup_buffers,0,
logic_synthesis,synth_cells,4871,
floorplan,fp.coreArea,106000,um2
grt,antenna_found_initial,4,
logic_synthesis,ys_ff,651,
detailed_routing,wl_met2,46500,um
timing,fin_setup_tns,0,ns
detailed_routing,wl_per_cell,18.2,um
worst_setup_path,path_buffers,4,
floorplan,die_h,330,um
clock_network,post_cts_resized,0,
clock_network,clk_pin_slew_worst_paths,0.06,ns
timing,rsz0062_at_grt,"false",
timing,slew_viol_final,0,
logic_synthesis,edf_count,0,
logic_synthesis,synth_area,53700,um2
logic_synthesis,yosys-stat-area,53700,um2
layout,comb_area,33100,um2
logic_synthesis,ys_cells,4871,
timing,setup_viol,0,
worst_setup_path,crit_fanout,7,
timing,relSlewSlack,38.7,%
logic_synthesis,yosys_most_used_dff,"dfrtp_1",
floorplan,fp_util,50.7,%
clock_network,clkSinkCount,651,
logic_synthesis,yosysWarnings,4,
floorplan,pin_count,44,
grt,grt_max_degree,131,
worst_setup_path,end_kind,"register",
detailed_routing,dr.max_layer_used,"met4",
logic_synthesis,syn_avg_cell_area,11.0,um2
layout,layout_top_cell,"inv_1",
timing,tightest_slew,0.913,ns
detailed_routing,finalWirelength,117000,um
grt,grt_pass1_vias,33914,
layout,lay_top_cells,"inv_1 (1123), ha_1 (740), dfrtp_1 (650)",
timing,worst_slack,2.56,ns
logic_synthesis,synthArstFlopShare,100,%
worst_setup_path,start_kind,"register",
hold_path,hold_class,"register to register",
clock_network,postCtsHoldBufs,0,
grt,grt_usage,24.6,%
placed_design,place_ws,2.94,ns
detailed_routing,drt_drc_violations_left,0,
worst_setup_path,cp_slowest_cell,"fa_1",
detailed_routing,dr.pass1.iters,5,
clock_network,cts_tree,"built",
worst_setup_path,criticalPathCategory,"register to register",
floorplan,fp.dieW,330,um
layout,area_growth,9.03,%
placed_design,io_buffers,42,
detailed_routing,routed_via_density,4.99,
layout,layout-drive-gt1-share,4.21,%
detailed_routing,vias,32104,
logic_synthesis,postSynthSeqShare,30.4,%
[Yosys cell counts (all sizes together), types with 6 or more instances]
cell type     n  area share (%)
nand2       139            0.97
nor2b        39            0.45
o211ai       13            0.18
inv        1123             7.9
a2111oi       7            0.15
o41ai        10            0.16
or3          11            0.14
and2          8           0.093
nand3        43            0.40
a21oi       219             2.0
o21bai       38            0.53
o21ai       144             1.3
a211o         6           0.098
nand2b       26            0.30
fa          647              24
nand4        14            0.16
mux2         40            0.84
xor2         93             1.5
a31oi        24            0.28
a21o         96             1.3
o31ai        10            0.14
a31o          6           0.098
or2          18            0.21
dfrtp       651              30
mux2i        15            0.28
a311oi        6            0.11
a211oi       22            0.31
nor2        200             1.4
a21boi       14            0.20
and3         19            0.22
ha          740              17
xnor2       254             4.1
clkbuf       24            0.17
o21a         40            0.56
nor3         40            0.37
[per-layer routing]
layer  global-route usage, %  vias up
met1                    40.4    15568
li1                        -    15741
met5                       0        -
met2                    32.2      694
met3                    11.3      101
met4                    3.95        0
[through the flow]
step / instance area, um2 / instances / hold WS (ns)
detailed placement: 55900 / 6291 / 0.342
floorplan: 53700 / 4871 / 0.331
finish: 58500 / 6428 / 0.355
global route: 58500 / 6427 / 0.371
global placement: 55900 / 6291 / 0.333
CTS: 58500 / 6427 / 0.355
[worst paths after layout]
kind	startpoint	end	slack (ns)	cells after the start
worst max-delay path	mout[0][3]	sum[26]	2.56	24
worst min-delay path	sum_reg_symetry[0][0]	mout[0][0]	0.35	0
worst max register to register	mout[0][3]	sum[26]	2.56	24
worst min register to register	sum_reg_symetry[0][0]	mout[0][0]	0.35	0
max in group clk0	sum_reg_symetry[9][7]	mout[9][24]	3.93	16
max in group asynchronous	rst_n	reg_data_in[12][5]	6.14	4
min in group clk1	sum[19]	yout[19]	0.47	1
min in group asynchronous	rst_n	sum_reg_symetry[1][2]	1.22	1
[state kept, by name, summed over array words and instances, names as in the netlist]
name,cells
mout,222
sum_reg_symetry,130
reg_data_in,240
suncnt,1
sum,29
yout,29
[layout make-up]
cell class,count,area share [%]
multi-input combinational,3070,56.5
sequential,651,27.8
timing repair buffer,56,0.971
antenna,1,0.00428
tap,1391,2.97
clock inverter,34,0.862
clock buffer,102,3.66
inverter,1123,7.20
[kinds of logic (layout without fill, tap and decap cells)]
family,count (synthesis),count (layout),share of synthesized area [%]
AOI/OAI and AO/OA,701,701,8.33
xor gates and xnor gates,347,347,5.66
adders and majority gates,1387,1387,41.4
buffers and inverters,1150,1315,8.06
DFF,651,651,30.4
muxes,55,55,1.12
other,0,1,0
and+or+nand+nor,580,580,5.09
