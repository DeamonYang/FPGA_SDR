$ cat flow/run.sh
#!/bin/bash
# OpenROAD 26Q1-2900-gdf79404cd8, Yosys 0.63+post, stock flow scripts
make -C /OpenROAD-flow-scripts/flow DESIGN_CONFIG=/design/flow/config.mk WORK_HOME=/design/flow/orfs finish
$ cat flow/config.mk
export PLATFORM = sky130hd
export DESIGN_NAME = ddc65
export DESIGN_NICKNAME = ddc65
export VERILOG_FILES = /design/flow/design.v
export SDC_FILE = /design/flow/constraint.sdc
export NUM_CORES = 4
export LEC_CHECK = 1
export CORE_UTILIZATION = 50
$ cat flow/constraint.sdc
current_design ddc65

set clk_period 6.6
set clk_io_pct 0.2

create_clock -name clk0 -period $clk_period [get_ports {clk}]

set non_clock_inputs [all_inputs -no_clocks]
set_input_delay [expr $clk_period * $clk_io_pct] -clock clk0 $non_clock_inputs
set_output_delay [expr $clk_period * $clk_io_pct] -clock clk0 [all_outputs]
$ cat flow/design.v
module ddc65(
		rst_n		,
		clk		,
		data_in	,
		data_out	,
		data_done
	);
	input rst_n;
	input clk;
	input [15:0]data_in;
	output[20:0]data_out;
	output data_done;
	reg signed[175:0]I_data_in;
	always@(posedge clk or negedge rst_n)
	if(!rst_n)
		I_data_in <= 176'd0;
	else
		I_data_in <= I_data_in + {{160{data_in[15]}},data_in}; 
	reg [4:0]dec_cnt;
	always@(posedge clk or negedge rst_n)
	if(!rst_n)
		dec_cnt <= 5'd0;
	else
		dec_cnt <= dec_cnt + 1'b1;
	reg signed[175:0]dec_data;
	always@(posedge clk or negedge rst_n)
	if(!rst_n)
		dec_data <= 5'd0;
	else if(dec_cnt == 5'd31)
		dec_data <= I_data_in;
	reg dec_done;
	always@(posedge clk or negedge rst_n)
	if(!rst_n)
		dec_done <= 1'd0;
	else if(dec_cnt == 5'd31)
		dec_done <= 1'b1;	
	else
		dec_done <= 1'd0;
	reg signed[175:0]comb_data;
	always@(posedge clk or negedge rst_n)
	if(!rst_n)
		comb_data <= 176'd0;
	else if(dec_done == 1'b1)
		comb_data <= dec_data;	
	reg unsigned[175:0]sum_comb_data;
	always@(posedge clk or negedge rst_n)
	if(!rst_n)
		sum_comb_data <= 176'd0;
	else if(dec_done == 1'b1)
		sum_comb_data <= dec_data - comb_data;	
	reg cic_done;
	always@(posedge clk or negedge rst_n)
	if(!rst_n)
		cic_done <= 1'b0;
	else if(dec_done == 1'b1)
		cic_done <= 1'b1;	
	else
		cic_done <= 1'b0;
	assign data_out = sum_comb_data[20:0];
	assign data_done = cic_done;
endmodule
==> metrics.json <==
{
  "floorplanning": {
    "floorplan.die_area_sq_um": 10600,
    "io_pins": 40,
    "dieWidth_um": 103,
    "die_y_um": 103,
    "core-area_sq_um": 9820,
    "fp-utilization": 0.517,
    "placement_rows": 36
  },
  "job": {
    "log.warning_count": 25,
    "max-cap-violations": 0
  },
  "route": {
    "routed-via-count": 3664,
    "drt_drc_violations_left": 0,
    "drt_pass1_iterations": 4,
    "antennaDiodeCount": 0,
    "antenna_left": 0,
    "drt_iter0_drc": 130,
    "detail_route.vias_per_cell": 5.44,
    "detail_route.wirelength_mm": 9.30,
    "routed_wire_length_per_instance_um": 13.8
  },
  "global_routing": {
    "maximum_number_of_pins_on_one_net_before_global_route_repair": 63,
    "grt_antenna_before_repair": 0,
    "first_global_vias": 3269,
    "grt-ovfl-total": 0,
    "grt_pass1_wl_mm": 15.8,
    "grtUsageTotal": 0.197
  },
  "sta": {
    "slew_violations": 0,
    "tightest_slew_ns": 0.731,
    "number_of_setup_violations_in_the_final_report": 0,
    "worst_slew_margin_rel": 0.513,
    "period_minus_slack_ns": 3.58,
    "setup_repair_after_global_routing_missed_its_margin": "no",
    "min_period_over_period": 0.543,
    "finalHoldViolations": 0,
    "fin_setup_tns_ns": 0,
    "clock_skew_ns": 0.0140,
    "max_freq_mhz": 279
  },
  "synthesis": {
    "syn-mean-instance-area_sq_um": 10.2,
    "synth_cells": 497,
    "yosys.cell_count.top_type": "sky130_fd_sc_hd__dfrtp_1",
    "ys_cells": 497,
    "synth-warning-count": 1,
    "ys_types": 53,
    "enable_flop_cells": 0,
    "synth.yosys.seq_area_share": 0.448,
    "synth.ff_latch_count": 91,
    "synthDominantAreaCellType": "sky130_fd_sc_hd__dfrtp_1",
    "synth.yosys.chip_area_sq_um": 5080,
    "post_synth_most_frequent_cells": "sky130_fd_sc_hd__dfrtp_1, sky130_fd_sc_hd__nand2_1, sky130_fd_sc_hd__ha_1",
    "postSynth.asyncResetShare": 1.00,
    "yosysTopAreaCellShare": 0.448,
    "synth.cell_area_sq_um": 5080,
    "ff_type": "sky130_fd_sc_hd__dfrtp_1",
    "area_leaders": "sky130_fd_sc_hd__dfrtp_1, sky130_fd_sc_hd__ha_1, sky130_fd_sc_hd__mux2_2, sky130_fd_sc_hd__nand2_1, sky130_fd_sc_hd__o21ai_0"
  },
  "cts": {
    "cts_tree": "built",
    "htree_num_levels": 3,
    "clock_latency_reported_for_the_late_side_of_the_worst_skew_pair_ns": 0.38,
    "clockRootBuffer": "sky130_fd_sc_hd__clkbuf_8",
    "cts_hold_repair.buffers": 0,
    "cts.repair.resized": 0,
    "cts_buffer_depth": 2,
    "clkSinkCount": 91,
    "path_clk_slew_ns": 0.10,
    "cts_setup_buffers": 0,
    "cts_buffers": 9
  },
  "final_layout": {
    "register_area_sq_um": 2280,
    "multiInputGateArea_sq_um": 2630,
    "finalCoreUtilization": 0.589,
    "layout-area-overhead-vs-synth_pct": 13.8,
    "layout-drive-gt1-share": 0.107,
    "fillerInstances": 864
  },
  "setup_path": {
    "critPathMaxFanout": 3,
    "crit_path_end_kind": "flop",
    "arrival_worst_endpoint_ns": 3.85,
    "crit_required_ns": 6.87,
    "timing.critical_path.from_type": "input port",
    "worst-setup-path-type": "in2reg"
  },
  "placed_design": {
    "place.detailed.hpwl_mm": 6.94,
    "gp_congestion": 0.885,
    "place.port_buffers": 39
  },
  "hold_path": {
    "hp-class": "reg2reg"
  },
  "power": {
    "p_leak_nw": 2.57,
    "worst_ir_drop_vdd_uv": 244,
    "power.density_nw_per_um2": 545
  },
  "outcome": {
    "status": "complete, no violations"
  }
}
## per-layer routing
layer,vias up,GRT usage,wire length [um]
met5,-,0,0
met3,12,0.0296,324
li1,1884,-,-
met1,1708,0.360,5160
met2,60,0.261,3660
met4,0,0.0271,153
## cells by family (layout without fill, tap and decap cells)
group	Yosys count	count (layout)	synth area share
buffers and inverters	45	89	0.0347
multiplexers	32	32	0.0709
AND-OR/OR-AND	141	141	0.178
flip-flops	91	91	0.448
adder cells (fa/ha/maj)	44	44	0.111
XOR/XNOR	31	31	0.0534
AND/OR/NAND/NOR	113	113	0.104
## through the flow
step	instance area, sq um	hold WS (ns)	power (W)	setup slack, ns	cells
floorplan	5080	0.421	0.00233	3.33	497
detailed placement	5600	0.447	0.00279	2.62	658
global route	5780	0.487	0.00347	2.89	674
finish	5780	0.460	0.00315	3.02	674
global placement	5600	0.441	0.00278	2.65	658
CTS	5780	0.466	0.00317	3.02	674
## flip-flops by register name, indices dropped and copies added (netlist names)
signal,flops
sum_comb_data,21
comb_data,21
cic_done,1
dec_done,1
I_data_in,21
dec_cnt,5
dec_data,21
## worst paths after layout
check                            start                 to  slack [ns]  depth (start not counted)
setup / recovery            data_in[0]      I_data_in[18]        3.02                          9
hold / removal              dec_cnt[0]         dec_cnt[0]        0.46                          1
setup reg to reg           dec_data[0]  sum_comb_data[18]        3.93                          9
hold reg to reg             dec_cnt[0]         dec_cnt[0]        0.46                          1
max in group asynchronous        rst_n           dec_done        4.63                          2
min in group asynchronous        rst_n   sum_comb_data[1]        0.86                          1
## worst max-delay path, cell delays in order
cell and delay (ns):
sky130_fd_sc_hd__clkdlybuf4s50_1 0.41, sky130_fd_sc_hd__ha_1 0.24, sky130_fd_sc_hd__fa_1 0.43, sky130_fd_sc_hd__a211oi_1 0.30, sky130_fd_sc_hd__o211a_1 0.21, sky130_fd_sc_hd__o211ai_1 0.15
sky130_fd_sc_hd__a311oi_1 0.44, sky130_fd_sc_hd__o21ai_0 0.19, sky130_fd_sc_hd__xnor2_1 0.15
## cell type report
type	count	share of cell area
clock buffer	9	0.0214
clock inverter	7	0.00996
inverter	31	0.0201
multi-input combinational	361	0.455
sequential	91	0.394
tap	133	0.0288
timing repair buffer	42	0.0710
## placed cells by master, fill, tap and decap left out, types with 8 or more instances in the layout
cell                              synthesis  layout
sky130_fd_sc_hd__a211oi_1                 8       8
sky130_fd_sc_hd__a21o_1                  13      13
sky130_fd_sc_hd__a21oi_1                 37      37
sky130_fd_sc_hd__clkbuf_8                 0       9
sky130_fd_sc_hd__clkdlybuf4s50_1          0      38
sky130_fd_sc_hd__dfrtp_1                 91      90
sky130_fd_sc_hd__ha_1                    42      42
sky130_fd_sc_hd__inv_1                   31      31
sky130_fd_sc_hd__mux2_2                  32      32
sky130_fd_sc_hd__nand2_1                 56      56
sky130_fd_sc_hd__nand4_1                  8       8
sky130_fd_sc_hd__nor2_1                  16      16
sky130_fd_sc_hd__o21ai_0                 41      41
sky130_fd_sc_hd__xnor2_1                 21      21
sky130_fd_sc_hd__xor2_1                  10      10
## where the power goes
part           total [W]  leakage, nW  internal (W)  switching [W]
registers       0.000992         1.07      0.000827       0.000164
clock network   0.000357       0.0886      0.000143       0.000214
logic            0.00180         1.42      0.000858       0.000941
Power is estimated from default activity; no workload was simulated.
