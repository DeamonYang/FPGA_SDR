<file path="design/flow/run.sh">
#!/bin/bash
# OpenROAD 26Q1-2900-gdf79404cd8, Yosys 0.63+post, stock flow scripts
make -C /OpenROAD-flow-scripts/flow DESIGN_CONFIG=/design/flow/config.mk WORK_HOME=/design/flow/orfs finish
</file>
<file path="design/flow/constraint.sdc">
current_design fir_lpf_20khz

set clk_period 12.2
set clk_io_pct 0.2

create_clock -name clk0 -period $clk_period [get_ports {clk}]
create_clock -name clk1 -period $clk_period [get_ports {clkx2}]

set non_clock_inputs [all_inputs -no_clocks]
set_input_delay [expr $clk_period * $clk_io_pct] -clock clk0 $non_clock_inputs
set_output_delay [expr $clk_period * $clk_io_pct] -clock clk0 [all_outputs]
</file>
<file path="design/flow/config.mk">
export PLATFORM = sky130hd
export DESIGN_NAME = fir_lpf_20khz
export DESIGN_NICKNAME = fir_lpf_20khz
export VERILOG_FILES = /design/flow/design.v
export SDC_FILE = /design/flow/constraint.sdc
export NUM_CORES = 4
export LEC_CHECK = 1
export CORE_UTILIZATION = 40
</file>
<file path="design/flow/design.v">
module fir_lpf_20khz(
		rst_n		,
		clk		,
		clkx2		,
		data_in	,
		data_out	
	);
		input rst_n	;
		input clk	;
		input clkx2	;
		input  [11:0] data_in;
		output [28:0]data_out;
		reg [11:0] reg_data_in[19:0];
		always@(posedge clk or negedge rst_n)
		if(!rst_n)begin
			reg_data_in[0] <= 12'd0;
			reg_data_in[1] <= 12'd0;
			reg_data_in[2] <= 12'd0;
			reg_data_in[3] <= 12'd0;
			reg_data_in[4] <= 12'd0;
			reg_data_in[5] <= 12'd0;
			reg_data_in[6] <= 12'd0;
			reg_data_in[7] <= 12'd0;
			reg_data_in[8] <= 12'd0;
			reg_data_in[9] <= 12'd0;
			reg_data_in[10] <= 12'd0;
			reg_data_in[11] <= 12'd0;
			reg_data_in[12] <= 12'd0;
			reg_data_in[13] <= 12'd0;
			reg_data_in[14] <= 12'd0;
			reg_data_in[15] <= 12'd0;
			reg_data_in[16] <= 12'd0;
			reg_data_in[17] <= 12'd0;
			reg_data_in[18] <= 12'd0;
			reg_data_in[19] <= 12'd0;		
		end else begin
			reg_data_in[0] <= data_in;
			reg_data_in[1] <= reg_data_in[0];
			reg_data_in[2] <= reg_data_in[1];
			reg_data_in[3] <= reg_data_in[2];
			reg_data_in[4] <= reg_data_in[3];
			reg_data_in[5] <= reg_data_in[4];
			reg_data_in[6] <= reg_data_in[5];
			reg_data_in[7] <= reg_data_in[6];
			reg_data_in[8] <= reg_data_in[7];
			reg_data_in[9] <= reg_data_in[8];
			reg_data_in[10] <= reg_data_in[9];
			reg_data_in[11] <= reg_data_in[10];
			reg_data_in[12] <= reg_data_in[11];
			reg_data_in[13] <= reg_data_in[12];
			reg_data_in[14] <= reg_data_in[13];
			reg_data_in[15] <= reg_data_in[14];
			reg_data_in[16] <= reg_data_in[15];
			reg_data_in[17] <= reg_data_in[16];
			reg_data_in[18] <= reg_data_in[17];
			reg_data_in[19] <= reg_data_in[18];
		end
		reg [12:0]sum_reg_symetry[9:0];
		always@(posedge clk or negedge rst_n)
		if(!rst_n)begin
			sum_reg_symetry[0] <= 12'd0;
			sum_reg_symetry[1] <= 12'd0;
			sum_reg_symetry[2] <= 12'd0;
			sum_reg_symetry[3] <= 12'd0;
			sum_reg_symetry[4] <= 12'd0;
			sum_reg_symetry[5] <= 12'd0;
			sum_reg_symetry[6] <= 12'd0;
			sum_reg_symetry[7] <= 12'd0;
			sum_reg_symetry[8] <= 12'd0;
			sum_reg_symetry[9] <= 12'd0;
		end else begin
			sum_reg_symetry[0] <= {reg_data_in[0][11],reg_data_in[0]} + { reg_data_in[19][11],reg_data_in[19]};
			sum_reg_symetry[1] <= {reg_data_in[1][11],reg_data_in[1]} + { reg_data_in[18][11],reg_data_in[18]};
			sum_reg_symetry[2] <= {reg_data_in[2][11],reg_data_in[2]} + { reg_data_in[17][11],reg_data_in[17]};
			sum_reg_symetry[3] <= {reg_data_in[3][11],reg_data_in[3]} + { reg_data_in[16][11],reg_data_in[16]};
			sum_reg_symetry[4] <= {reg_data_in[4][11],reg_data_in[4]} + { reg_data_in[15][11],reg_data_in[15]};
			sum_reg_symetry[5] <= {reg_data_in[5][11],reg_data_in[5]} + { reg_data_in[14][11],reg_data_in[14]};
			sum_reg_symetry[6] <= {reg_data_in[6][11],reg_data_in[6]} + { reg_data_in[13][11],reg_data_in[13]};
			sum_reg_symetry[7] <= {reg_data_in[7][11],reg_data_in[7]} + { reg_data_in[12][11],reg_data_in[12]};
			sum_reg_symetry[8] <= {reg_data_in[8][11],reg_data_in[8]} + { reg_data_in[11][11],reg_data_in[11]};
			sum_reg_symetry[9] <= {reg_data_in[9][11],reg_data_in[9]} + { reg_data_in[10][11],reg_data_in[10]};
		end
		reg [24:0]mout[9:0];
		always@(posedge clk or negedge rst_n)
		if(!rst_n)begin
			mout[0] <= 24'd0;
			mout[1] <= 24'd0;
			mout[2] <= 24'd0;
			mout[3] <= 24'd0;
			mout[4] <= 24'd0;
			mout[5] <= 24'd0;
			mout[6] <= 24'd0;
			mout[7] <= 24'd0;
			mout[8] <= 24'd0;
			mout[9] <= 24'd0;
		end else begin
			mout[0] <= 25'd0; 
			mout[1] <= {{12{sum_reg_symetry[1][12]}},sum_reg_symetry[1]}*25'd40; 
			mout[2] <= {{12{sum_reg_symetry[2][12]}},sum_reg_symetry[2]}*25'd180;
			mout[3] <= {{12{sum_reg_symetry[3][12]}},sum_reg_symetry[3]}*25'd461;
			mout[4] <= {{12{sum_reg_symetry[4][12]}},sum_reg_symetry[4]}*25'd921 ;
			mout[5] <= {{12{sum_reg_symetry[5][12]}},sum_reg_symetry[5]}*25'd1563 ;
			mout[6] <= {{12{sum_reg_symetry[6][12]}},sum_reg_symetry[6]}*25'd2328 ;
			mout[7] <= {{12{sum_reg_symetry[7][12]}},sum_reg_symetry[7]}*25'd3102 ;
			mout[8] <= {{12{sum_reg_symetry[8][12]}},sum_reg_symetry[8]}*25'd3736 ;
			mout[9] <= {{12{sum_reg_symetry[9][12]}},sum_reg_symetry[9]}*25'd4095 ;
		end
		reg suncnt;
		always@(posedge clkx2 or negedge rst_n)
		if(!rst_n)begin
			suncnt <= 1'b0;
		end else
			suncnt <= suncnt + 1'b1;
		reg [29:0]sum;
		reg [29:0]yout; 
		always@(posedge clkx2 or negedge rst_n)
		if(!rst_n)begin
			sum <= 30'd0;
			yout <= 30'd0;
		end else begin 
			if(suncnt) begin  
				yout <= sum;
				sum <= 30'd0; 
			end else  
				sum <= {{5{mout[0][24]}},mout[0]}+{{5{mout[1][24]}},mout[1]}+{{5{mout[2][24]}},mout[2]}+{{5{mout[3][24]}},mout[3]}+{{5{mout[4][24]}},mout[4]}
							+{{5{mout[5][24]}},mout[5]}+{{5{mout[6][24]}},mout[6]}+{{5{mout[7][24]}},mout[7]}+{{5{mout[8][24]}},mout[8]}+{{5{mout[9][24]}},mout[9]};
		end
		assign data_out = yout[29:1];
endmodule
</file>
==> flow_metrics.env <==
# implementation run metrics
export IMPL_fin_tns_setup_ps=0
export IMPL_async_flop_share_pct=100
export IMPL_avgSynthCellArea_um2=11.1
export IMPL_drt_pass1_iterations=5
export IMPL_crit_type="register to register"
export IMPL_ys_cells=4283
export IMPL_portBuffers=42
export IMPL_timing_rr_start="sum_reg_symetry[9][11]"
export IMPL_grt_total_usage_pct=18.8
export IMPL_vias_per_cell=4.66
export IMPL_first_iter_violations=1359
export IMPL_critPathLaunchType="register"
export IMPL_wl_um=103000
export IMPL_dp_hpwl_um=87100
export IMPL_holdBufCountCts=0
export IMPL_hold_viol=0
export IMPL_place_congestion=0.942
export IMPL_r2r_slack_ps=6290
export IMPL_wl_met1_um=48800
export IMPL_final_max_slew_viol_count=0
export IMPL_layout_cells_most_common="inv_1"
export IMPL_synth_cells=4283
export IMPL_cts_resized=0
export IMPL_die_area_um2=120000
export IMPL_crit_path_start="sum_reg_symetry[9][11]"
export IMPL_status="completed"
export IMPL_edf_count=0
export IMPL_synth_cell_types=75
export IMPL_cts_tree="done"
export IMPL_syn_to_final_growth_pct=9.88
export IMPL_highest_layer="met4"
export IMPL_cp_max_fo=13
export IMPL_vias=27800
export IMPL_ys_chip_area_um2=47600
export IMPL_synth_area_um2=47600
export IMPL_design_area_um2=52300
export IMPL_ant_nets=0
export IMPL_grt_pass1_vias=29500
export IMPL_warning_count=71
export IMPL_slew_headroom_pct=35.8
export IMPL_die_width_um=347
export IMPL_top_cells_by_area="dfrtp_1, fa_1, ha_1"
export IMPL_setup_viol=0
export IMPL_end_kind="register"
export IMPL_core_area_um2=118000
export IMPL_hp_start="reg_data_in[0][8]"
export IMPL_met3_length_um=7200
export IMPL_wl_per_cell_um=17.2
export IMPL_clkSinkCount=614
export IMPL_fin_cells=5972
export IMPL_grt_setup_unrepaired="false"
export IMPL_std_cell_rows=126
export IMPL_io_pins=44
export IMPL_layout_top_cells="inv_1, ha_1, dfrtp_1"
export IMPL_wl_met2_um=44700
export IMPL_overflow=0
export IMPL_post_route_drc_count=0
export IMPL_path_clk_slew_ps=60
export IMPL_cap_viol_max_count=0
export IMPL_antenna_found_initial=8
export IMPL_grt_start_max_net_pins=122
export IMPL_cts_setup_buffers=0
export IMPL_worstPathRequired_ps=12760
export IMPL_ys_ff=614
export IMPL_postPlaceCellArea_um2=49900
export IMPL_die_height_um=347
export IMPL_cp_data_arrival_time_ps=6470
export IMPL_worst_slew_pin_slew_ps=939
export IMPL_min_path_type="register to register"
export IMPL_fin_worst_skew_ps=66.8
export IMPL_top_cell_area_share_pct=32.3
export IMPL_dp_cells=5844
export IMPL_drive_gt1_share_pct=4.42
export IMPL_fp_util_pct=40.3
export IMPL_yosys_stat_seqShare_pct=32.3
export IMPL_grt_pass1_wl_um=166000
export IMPL_synthFlopType="dfrtp_1"
export IMPL_fillCellCount=10700
export IMPL_yosysWarnings=4
export IMPL_top_area_cell="dfrtp_1"
[layer usage]
layer	vias to the layer above	global-route usage, %
li1	13800	-
met1	13500	29.9
met2	532	27.3
met3	107	5.55
met4	0	2.79
met5	-	0
[synthesized netlist by cell type (33+ instances only)]
cell type  count
fa_1         532
xnor2_1      212
nand2b_1      33
ha_1         650
nand2_1      116
o21ai_0      115
nor2_1       136
nor2b_1       41
a21oi_1      198
a21o_1        92
dfrtp_1      614
xor2_1       106
inv_1       1017
[metrics by stage]
stage          setup slack [ps]  hold WS, ps  utilization [%]
3_3_place_gp               6330          333             42.3
2_1_floorplan              6560          331                -
3_5_place_dp               6270          336             42.3
6_report                   6290          349             44.3
4_1_cts                    6260          351             44.3
5_1_grt                    5940          358             44.3
[path summary, 6_finish.rpt]
| kind | to | cells after the start |
|---|---|---|
| setup / recovery | mout[9][22] | 20 |
| hold / removal | reg_data_in[1][8] | 0 |
| setup reg to reg | mout[9][22] | 20 |
| hold reg to reg | reg_data_in[1][8] | 0 |
| max in group clk1 | sum[28] | 16 |
| max in group asynchronous | suncnt | 4 |
| min in group clk1 | yout[11] | 1 |
| min in group asynchronous | reg_data_in[0][5] | 1 |
[logic make-up after synthesis]
kind of cell	Yosys count	synth area share, %
buffers and inverters	1047	8.27
xor gates and xnor gates	318	5.86
adders and majority gates	1182	39.5
DFF	614	32.3
muxes	50	1.13
and+or+nand+nor	480	4.96
AOI/OAI and AO/OA	592	7.98
[registers in the layout (all words and copies together), names as in the netlist]
| signal | flops |
|---|---|
| reg_data_in | 228 |
| mout | 210 |
| sum_reg_symetry | 117 |
| sum | 29 |
| yout | 29 |
| suncnt | 1 |
[final cells by class]
| cell class | count | area (µm²) | area share (%) |
|---|---|---|---|
| Multi-Input combinational cell | 2622 | 28300 | 54.1 |
| Sequential cell | 614 | 15400 | 29.4 |
| Inverter | 1018 | 3820 | 7.31 |
| Tap cell | 1536 | 1920 | 3.68 |
| Clock buffer | 86 | 1890 | 3.62 |
| Timing Repair Buffer | 54 | 541 | 1.03 |
| Clock inverter | 41 | 453 | 0.867 |
| Antenna cell | 1 | 2.50 | 0.00479 |
[worst max-delay path, cell delays in order, from the launching register on]
cell and delay [ps]:
dfrtp_1 660, inv_1 180, ha_1 220, or2_2 280
inv_1 130, fa_1 480, inv_1 90, fa_1 450
fa_1 540, inv_1 40, fa_1 470, inv_1 40
ha_1 340, and3_1 250, and3_1 210, and4_1 220
nand2_1 70, a21oi_1 50, a2111o_1 490, or4b_1 530
nand3_1 90
